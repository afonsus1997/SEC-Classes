`design/flow/run.sh`:
```
#!/bin/bash
# OpenROAD 26Q1-2900-gdf79404cd8, Yosys 0.63+post, stock flow scripts
make -C /OpenROAD-flow-scripts/flow DESIGN_CONFIG=/design/flow/config.mk WORK_HOME=/design/flow/orfs finish
```
`design/flow/config.mk`:
```
export PLATFORM = sky130hd
export DESIGN_NAME = xregf
export DESIGN_NICKNAME = xregf
export VERILOG_FILES = /design/flow/design.v
export SDC_FILE = /design/flow/constraint.sdc
export NUM_CORES = 4
export LEC_CHECK = 1
export CORE_UTILIZATION = 50
```
`design/flow/constraint.sdc`:
```
current_design xregf

set clk_period 7.3
set clk_io_pct 0.2

create_clock -name clk0 -period $clk_period [get_ports {clk}]

set non_clock_inputs [all_inputs -no_clocks]
set_input_delay [expr $clk_period * $clk_io_pct] -clock clk0 $non_clock_inputs
set_output_delay [expr $clk_period * $clk_io_pct] -clock clk0 [all_outputs]
```
`design/flow/design.v`:
```
`timescale 1ns / 1ps
module xregf (
	      input                    clk,
	      input                    sel,
	      input                    we,
	      input [4-1:0] addr,
	      input [32-1:0]      data_in,
	      output [32-1:0]     data_out
	      );
   reg [32-1:0]                   regf [2**4-1:0];
   assign data_out = sel? regf[addr] : 32'h0;
   always @ (posedge clk)
      if (sel && we)
	 regf[addr] <= data_in;
endmodule
```
==> results.toml <==
# implementation run metrics
[layout]
largest_registers = "regf: 512 flops"
fin_area_sq_um = 22600
top_register = "regf"
area_growth_pct = 14.7
fin_cells = 1575
fillerInstances = 2797
largest_reg_flops = 512
drive_gt1_share_pct = 22.5
fin_util_pct = 58.3

[global_routing]
antenna_found_initial = 0
grt_pass1_vias = 10100
grt-ovfl-total = 0
grt_use_total_pct = 24.2
grt_max_degree = 85
grt_pass1_wl_mm = 63.1

[logic_synthesis]
ys_warn_count = 1
yosys_area_sq_um = 19700
netlist_area_sq_um = 19700
syn_inst = 919
yosysUniqueCellTypes = 26
ys.flops = 512
syn_avg_cell_area_sq_um = 21.4
synth_seq_share_pct = 78.0
ys_cells = 919

[placement]
portBuffers = 70
place_area_sq_um = 21100
dp_hpwl_mm = 22.8
dpl.cell_count = 1483
place_congestion = 0.799

[critical_path]
end_kind = "output port"
crit_family = "buffers and inverters"
crit_path_frequent_cell = "clkdlybuf4s50_1"
required_ns = 5.84
worstPathBufferInverterCount = 3
crit_arrival_ns = 4.26
crit_path_max_fanout = 18
crit_type = "in2out"
cp_cell_sequence = "clkdlybuf4s50_1 > and3_2 > buf_4 > a22oi_1 > o31ai_1 > clkdlybuf4s50_1"
critPathLaunchType = "input pin"
critical_path.max_stage_delay_ns = 0.89
worst_path_max_delay_cell = "clkdlybuf4s50_1"

[final_timing]
setup_violations = 0
relSlewSlack_pct = 35.1
min_period_ns = 5.72
tns_ns = 0
period_used_pct = 78.4
hold_viol = 0
timing.final.max_slew_violations = 0
rsz0062_at_grt = "no"
tightest_slew_ns = 0.968
fmax_mhz = 175

[detailed_routing]
via_per_inst = 5.99
diodes = 0
drc = 0
routed_wl_mm = 42.0
antenna_left = 0
wl_per_cell_um = 26.7
drtPass1Iterations = 5
vias = 9442
detailedRoute.firstIterationViolations = 417

[floorplan]
fp_util_pct = 50.9
fp.dieH_um = 201
fp.dieW_um = 201
chip_area_sq_um = 40200
core_sq_um = 38700
row_count = 72
num_io_pins = 71

[clock_tree]
cts-root-buf = "clkbuf_16"
cts.sinks = 512
cts_tree = "built"
cts_made_buffers = 51
h-tree-depth = 2
path_clk_slew_ns = 0.06
max-clock-path-buffers = 3
cts_hold_buffers = 0
cts_resized = 0
postCtsSetupBuffers = 0

[outcome]
status = "finished clean"

[run]
cap_violations = 0
warning_count = 25

[pwr]
ir_drop_v = 0.000179
power.total_uw = 5990
p_per_area_nw_per_um2 = 265
leakage_uw = 0.00720

[worst_hold_path]
hold_class = "in2reg"
[cell type report]
| class | count | area [sq um] | area share, % |
|---|---|---|---|
| well taps | 518 | 648 | 2.87 |
| clock buffers | 67 | 1380 | 6.10 |
| clock inverters | 25 | 155 | 0.687 |
| flip-flops and latches | 512 | 15400 | 68.0 |
| multi-input cells | 351 | 4080 | 18.1 |
| repair buffers | 102 | 956 | 4.23 |
[power breakdown]
part	internal (uW)	switching, uW	total, uW	leakage, uW
clock	1390	1030	2410	0.000742
sequential	3270	6.57	3280	0.00461
combinational	135	168	303	0.00185
[layout by cell type (no fill, tap or decap), types with 2 or more instances in the layout]
cell	synthesis	layout
nor3_2	0	4
a22oi_1	32	32
clkbuf_1	16	14
edfxtp_1	512	512
mux2i_1	64	64
o31ai_1	32	32
a22o_1	32	32
nand4b_1	2	2
bufinv_16	0	2
nand2_1	3	2
clkbuf_16	0	53
nand2b_1	3	2
clkdlybuf4s50_1	0	68
mux2_2	64	64
mux4_2	57	57
clkinv_1	0	18
clkinv_2	0	4
buf_4	2	32
mux4_1	7	7
o22ai_1	32	32
nor2_4	0	13
[cells by family (layout without fill, tap and decap cells)]
kind of cell	after synthesis	in the layout	synth area share [%]
AOI/OAI and AO/OA	128	128	4.88
buffers and inverters	56	194	1.95
DFF	512	512	78.0
muxes	192	192	14.4
and+or+nand+nor	31	31	0.800
[stage by stage]
step / worst slack, ns / hold slack (ns)
global route: 1.45 / 1.84
detailed placement: 1.60 / 2.39
finish: 1.58 / 1.79
floorplan: 2.31 / 1.56
CTS: 1.60 / 1.78
global placement: 1.62 / 2.39
[Yosys cell counts]
cell type / n / area, sq um
edfxtp_1: 512 / 15400
mux2_2: 64 / 721
mux2i_1: 64 / 641
mux4_2: 57 / 1280
a22o_1: 32 / 280
a22oi_1: 32 / 240
o22ai_1: 32 / 200
o31ai_1: 32 / 240
buf_2: 19 / 95.1
clkbuf_1: 16 / 60.1
buf_6: 13 / 146
nor2_1: 13 / 48.8
mux4_1: 7 / 184
buf_8: 4 / 60.1
nor3_1: 4 / 20.0
nand2_1: 3 / 11.3
nand2b_1: 3 / 18.8
buf_1: 2 / 7.51
buf_4: 2 / 15.0
nand4b_1: 2 / 17.5
and3_1: 1 / 6.26
and3b_1: 1 / 8.76
nand4_1: 1 / 6.26
nor2b_1: 1 / 6.26
or2b_1: 1 / 7.51
or3_1: 1 / 6.26
[routing by layer]
metal / up-vias / track usage [%] / wire (um)
met5: - / 0.357 / 0
met4: 0 / 4.42 / 915
met3: 76 / 13.6 / 5250
met2: 546 / 34.8 / 20400
met1: 4727 / 37.4 / 15500
li1: 4093 / - / -
[final timing paths]
kind	cells after the start	slack, ns	end	startpoint
min	1	1.79	regf[7][6]	data_in[6]
max	6	1.58	data_out[8]	addr[3]
Power and IR drop assume default switching activity.
