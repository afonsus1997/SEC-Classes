--- design/flow/run.sh ---
#!/bin/bash
# OpenROAD 26Q1-2900-gdf79404cd8, Yosys 0.63+post, stock flow scripts
make -C /OpenROAD-flow-scripts/flow DESIGN_CONFIG=/design/flow/config.mk WORK_HOME=/design/flow/orfs finish
--- design/flow/config.mk ---
export PLATFORM = sky130hd
export DESIGN_NAME = xctrl
export DESIGN_NICKNAME = xctrl
export VERILOG_FILES = /design/flow/design.v
export SDC_FILE = /design/flow/constraint.sdc
export NUM_CORES = 4
export LEC_CHECK = 1
export CORE_UTILIZATION = 40
--- design/flow/constraint.sdc ---
current_design xctrl

set clk_period 13.9
set clk_io_pct 0.2

create_clock -name clk0 -period $clk_period [get_ports {clk}]

set non_clock_inputs [all_inputs -no_clocks]
set_input_delay [expr $clk_period * $clk_io_pct] -clock clk0 $non_clock_inputs
set_output_delay [expr $clk_period * $clk_io_pct] -clock clk0 [all_outputs]
--- design/flow/design.v ---
`timescale 1ns / 1ps
module xctrl (
	      input                    clk,
	      input                    rst,
	      output reg [10-2:0] pc,
	      input [32-1:0]     instruction,
	      output reg               mem_sel,
	      output reg               mem_we,
	      output reg [10-1:0] mem_addr,
	      input [32-1:0]      mem_data_from,
	      output [32-1:0]     mem_data_to
	      );
   wire [4-1 :0] 		  opcode;
   wire signed [32-1:0] 		  imm;
   wire [32-1:0] 			  operand;
   reg [32-1:0] 			  regA;
   reg [32-1:0] 			  regB;
   reg [32-1:0] 			  regC;
   reg [32:0]                        alu_result;
   reg                                    alu_carry;
   reg                                    alu_overflow;
   reg                                    alu_negative;
   wire                                   load_imm_ops = (opcode == 6 || opcode == 7);
   wire                                   load_mem_ops = (opcode == 8 || opcode == 10);
   wire                                   load_ops = load_imm_ops | load_mem_ops;
   wire                                   store_mem_ops = (opcode == 9 || opcode == 11);
   wire                                   alu_imm_ops = (opcode == 0 || opcode == 3);
   wire                                   alu_arith_ops  = (opcode == 0 || opcode == 1 || opcode == 2);
   wire                                   alu_logic_ops  = (opcode == 4 || opcode == 5);
   wire                                   alu_mem_ops  = (alu_arith_ops && opcode != 0) || alu_logic_ops;
   wire                                   alu_ops  = alu_imm_ops | alu_logic_ops | alu_arith_ops ;
   wire                                   imm_ops = load_imm_ops | alu_imm_ops;
   wire                                   branch_ops = (opcode == 12 || opcode == 14 || opcode == 13 || opcode == 15);
   assign opcode  = instruction[32-1 -: 4];
   assign imm  = (opcode == 7)?                 
                 {instruction[32/2-1:0], regA[32/2-1:0]} :
                 { { (32-28) {instruction[28-1]} }, instruction[28-1:0]};
   assign mem_sel = (store_mem_ops | load_mem_ops | alu_mem_ops) && mem_addr != (512+2**4) && mem_addr != (512+2**4+1);
   assign mem_we = store_mem_ops;
   assign mem_data_to = regA;
   always @ * begin
      if(opcode == 10 || opcode == 11)
        mem_addr = regB[10-1:0];
      else
        mem_addr = imm[10-1:0];
   end
   reg [32-1:0]                     operand_int;
   always @ * begin
      operand_int = 0;
      if(load_ops || alu_ops) begin
         if (mem_addr == ((512+2**4)))
           operand_int = regB;
         else if (mem_addr == ((512+2**4+1)))
	   operand_int = regC;
         else if (imm_ops)
           operand_int = imm;
         else if (mem_sel)
           operand_int = mem_data_from;
      end
   end
   assign operand = (opcode == 2)? -operand_int: operand_int;
   always @(posedge clk, posedge rst)
      if(rst)
        pc  <= 0;
      else begin
         pc <= pc + 1'b1;
         if (opcode == 12 && regA == 0) begin 
	    pc <= imm[10-1:0];
         end else if (opcode == 14 && regA != 0) begin
	    pc <= imm[10-1:0];
         end else if (opcode == 13 && regA == 0) begin 
	    pc <= regB[10-1:0];
         end else if (opcode == 15 && regA != 0) begin
	    pc <= regB[10-1:0];
         end
      end
   always @(posedge clk, posedge rst)
      if(rst)
        regA <= 0;
      else if (load_ops)
	regA <= operand;
      else if(alu_ops)
	regA <= alu_result;
      else if(branch_ops)
        regA <= regA-1'b1;
   always @(posedge clk, posedge rst)
     if(rst)
       regB <= 0;
     else if (mem_addr == (512+2**4) && mem_we) 
       regB <= regA;
   always @(posedge clk, posedge rst)
      if(rst)
        regC <= 0;
      else if (alu_ops)
        regC <= {alu_negative, alu_overflow, alu_carry} | 0;
   wire [32-1:0] adder_res_1 = regA[32-2:0] + operand[32-2:0];
   wire [32:0]   adder_res_2 = regA + operand;
   wire carry_n_1 = adder_res_1[32-1];
   wire carry_n = adder_res_2[32];
   wire [32-1:0] and_res = regA & operand;
   wire [32-1:0] xor_res = regA ^ operand;
   always @* begin
      alu_result = 0;
      alu_carry = 0;
      alu_negative = 0;
      alu_overflow = 0;
      if(alu_arith_ops) begin
         alu_result = adder_res_2;
         alu_carry = carry_n;
         alu_overflow = carry_n ^ carry_n_1;
         alu_negative = adder_res_2[32-1];
      end else if(opcode == 3)
        if(operand[32-1]) begin  
           alu_result = regA << 1;
           alu_carry = regA[32-1];
           alu_overflow = regA[32-1] ^ regA[32-2];
           alu_negative = regA[32-2];
        end else begin  
           alu_result = {regA[32-1], regA[32-1:1]};
           alu_carry = 0;
           alu_overflow = 0;
           alu_negative = regA[32-1];
        end
      else if(opcode == 4) begin
         alu_result = and_res;
         alu_carry = 0;
         alu_negative = and_res[32-1];
         alu_overflow = 0;
      end
      else if(opcode == 5) begin
         alu_result = xor_res;
         alu_carry = 0;
         alu_negative = xor_res[32-1];
         alu_overflow = 0;
      end   
   end
endmodule
==> run notes <==
impl run done, here's what came out: final hold viol count 0, yosys stat area roughly 10000 sq um, DR vias/cell approximately 6.7, area grow syn2layout 17.14%, startpoint types input pin, VDD IR max 64.49 uV, Post-synth EDFFs 0, number of buffers created by CTS 9, stage-log warning count 27, Routed WL per cell roughly 26 um, Hold Crit Endpoint regB[30]$_DFFE_PP0P_, Die H 162.6 um, worst slew pin tran between 1 and 1.5 ns, number of I/O pins approximately 120, Mapped Area 10310 sq um, share of cells above drive strength 1 under 10%, kind of end point of the critical path flip-flop, Slew headroom between 30% and 40%, Worst Path Arrival about 11 ns, RSZ-0062 raised after global routing false, reg-to-reg critical path endpoint regA[31]$_DFFE_PP0P_, largest fanout on the critical path around 52, antenna violations before repair 2, Synth cell types approximately 90, Hold Path Class reg -> reg, Std-Cell Rows just under 60, Synth flops 76, critical path type in -> reg, cell type with the largest total area dfrtp_1, final WL roughly 47 mm, first-pass GRT wire length approximately 70 mm, asr flop ratio synth approximately 100%, Fillers ~2500, worst hold stages 2, fin crit share 74.56%, Port Buffer Count approximately 120, status complete, no violations, final critical-path required period 10.36 ns, fp util roughly two fifths, DRC Markers 0, vias in the first global route roughly 11000, hold wc startpoint regB[30]$_DFFE_PP0P_, # Cells Yosys around 1400, Num Clock Sinks 76, CTS root buf clkbuf_16, Clock Tree Buf Depth 2, syn_area_per_cell about 7.4 sq um, postcts setup bufs 0, clock-pin slew on the worst setup and hold paths about 0.070 ns, Die Wd roughly 160 um, DR iter-0 viols around 1100, Reg-to-Reg Start regA[4]$_DFFE_PP0P_, Top cell area share 18.44%, Seq/Total Area, Yosys ~18%, HPWL Detailed between 30 and 40 mm, Pleak 5.097 nW, most frequent cells after synthesis a21oi_1 (139), nand2_1 (138), nor2_1 (101), core footprint 25250 sq um, overflow left after global routing 0, Placer Congestion a little over 1, Post-Synthesis Cells 1395, First-pass DRT Iterations 5, Worst EP required around 14 ns, Setup Viol. Count Final 0, Post-CTS Hold Buffers 0, Hold Slack between 0.4 and 0.5 ns, chip area 26430 sq um, maximum number of pins on one net before global-route repair 53, Power Dens Cells ~110 nW/um^2, Max Slew Vio Count 0, yosys warns 3, Max Fclk about 96 MHz, Vias 11920, ANT nets after route 0, clock skew 0.01604 ns, R2R Setup Slk about 6.5 ns, top cells by area dfrtp_1 (18%), a21oi_1 (6.7%), mux2i_1 (5.2%), FF-to-FF path depth 20, PostCTS Resize Cnt 0, CTS tree yes, clk latency late pin 0.36 ns, ys flop type dfrtp_1, Synth top cell by count a21oi_1, H-tree levels 3, Max Cap Viol 0, GRT Util Overall 36.45%, setup_tns 0 ns
-- routing by layer --
layer / vias up / wire length, um / GRT usage (%)
li1: 5428 / - / -
met3: 155 / 4313 / 7.506
met5: - / 70 / 0
met1: 5689 / 18300 / 47.28
met4: 2 / 2632 / 17.29
met2: 647 / 21530 / 58.45
-- power breakdown --
| part | switching (mW) | internal [mW] | leakage, nW |
|---|---|---|---|
| combinational | 0.411 | 0.328 | 3.97 |
| clock | 0.123 | 0.127 | 0.142 |
| sequential | 0.0986 | 0.259 | 0.986 |
| total | 0.633 | 0.714 | 5.10 |
-- state kept, by name (all words and copies together), names as in the netlist --
| signal | cells |
|---|---|
| pc | 9 |
| regA | 32 |
| regB | 32 |
| regC | 3 |
-- how the worst max path moves through the flow --
stage | to | depth (start not counted) | slack, ns | startpoint
4_1_cts | regA[31]$_DFFE_PP0P_ | 23 | 3.77 | instruction[28]
5_1_grt | regA[31]$_DFFE_PP0P_ | 24 | 3.09 | instruction[28]
6_report | regA[31]$_DFFE_PP0P_ | 23 | 3.54 | instruction[28]
-- cells by family (layout without fill, tap and decap cells) --
logic type | Yosys count | count (layout) | share of synthesized area, %
AND-OR/OR-AND | 519 | 519 | 33.09
XOR/XNOR | 68 | 68 | 5.774
adder cells (fa/ha/maj) | 39 | 39 | 4.804
buffers and inverters | 142 | 208 | 5.847
flip-flops | 76 | 76 | 18.44
multiplexers | 94 | 94 | 9.716
other | 0 | 1 | 0
AND/OR/NAND/NOR | 457 | 457 | 22.33
-- critical path: stages --
cell and delay [ns]:
buf_4 0.51, nand4b_1 0.72, mux2_2 0.49, a21oi_1 0.22, nor3_2 0.07, buf_4 0.19
nand2_2 0.35, mux2i_4 0.36, inv_2 0.08, or3_1 0.58, nand2_1 0.17, xor2_1 0.08
ha_1 0.25, or3_1 0.38, a211oi_1 0.56, nor3_1 0.15, a211oi_1 0.63, o21ai_0 0.41
a41oi_1 0.59, a21oi_1 0.18, or3b_2 0.49, a21o_1 0.21, a31oi_1 0.12
-- area by class of cell --
class / instances / area, sq um / area share, %
Multi-Input combinational cell: 1177 / 7854 / 65.00
Sequential cell: 76 / 1902 / 15.74
Timing Repair Buffer: 165 / 1516 / 12.55
Tap cell: 330 / 412.9 / 3.417
Clock buffer: 9 / 225.2 / 1.864
Inverter: 27 / 102.6 / 0.8491
Clock inverter: 7 / 67.56 / 0.5592
Antenna cell: 1 / 2.502 / 0.02071
-- metrics by stage --
step | std cells | setup WS (ns) | cell area [sq um] | power, mW | util (%)
3_3_place_gp | 1775 | 3.512 | 11790 | 1.086 | 46.68
4_1_cts | 1791 | 3.771 | 12080 | 1.334 | 47.83
3_5_place_dp | 1775 | 3.430 | 11790 | 1.081 | 46.68
2_1_floorplan | 1395 | 5.225 | 10310 | 0.7807 | -
6_report | 1792 | 3.536 | 12080 | 1.346 | 47.84
5_1_grt | 1791 | 3.087 | 12080 | 1.428 | 47.83
-- placed cells by master (no fill, tap or decap), drive strengths merged, types with 9 or more instances in the layout --
master | Yosys | final
a211oi | 29 | 29
a21o | 40 | 40
a21oi | 139 | 139
a221oi | 19 | 19
a22o | 9 | 9
a22oi | 17 | 17
a31oi | 41 | 41
and2 | 16 | 16
and3 | 19 | 19
buf | 32 | 51
clkbuf | 83 | 9
clkdlybuf4s50 | 0 | 114
dfrtp | 76 | 76
ha | 38 | 38
inv | 26 | 30
mux2 | 39 | 39
mux2i | 55 | 55
nand2 | 139 | 139
nand2b | 12 | 12
nand3 | 43 | 43
nor2 | 101 | 101
nor3 | 40 | 40
nor4 | 15 | 15
o211ai | 16 | 16
o21ai | 94 | 94
o22ai | 18 | 18
o31ai | 15 | 15
or4 | 11 | 11
xnor2 | 45 | 45
xor2 | 23 | 23
Power figures rest on the tool's default switching activity, not on a simulated workload.
